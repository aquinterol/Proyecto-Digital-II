File: flow/design.v
`timescale 1ns / 1ps
module PWMUS(clk, servo1, servo2, servo3, pos1, pos2,pos3);
input clk;
input [1:0]pos1;
input [1:0]pos2;
input [1:0]pos3;
output reg servo1;
output reg servo2;
output reg servo3;
reg [20:0]contador = 0;
always@(posedge clk)begin
	contador = contador + 1;
	if(contador =='d1_000_000) begin
	   contador = 0;
	end
	case(pos1)
        2'b00:  servo1 = (contador < 'd50_000) ? 1:0;
        2'b01:  servo1 = (contador < 'd150_000) ? 1:0;
        2'b10:  servo1 = (contador < 'd250_000) ? 1:0;
        default:servo1 = (contador < 'd50_000) ? 1:0;
    endcase
    case(pos2)
        2'b00:  servo2 = (contador < 'd50_000) ? 1:0;
        2'b01:  servo2 = (contador < 'd150_000) ? 1:0;
        2'b10:  servo2 = (contador < 'd250_000) ? 1:0;
        default:servo2 = (contador < 'd50_000) ? 1:0;
    endcase
    case(pos3)
        2'b00:  servo3 = (contador < 'd50_000) ? 1:0;
        2'b01:  servo3 = (contador < 'd150_000) ? 1:0;
        2'b10:  servo3 = (contador < 'd250_000) ? 1:0;
        default:servo3 = (contador < 'd50_000) ? 1:0;
    endcase
end
endmodule
File: flow/run.sh
#!/bin/bash
# OpenROAD 26Q1-2900-gdf79404cd8, Yosys 0.63+post, stock flow scripts
make -C /OpenROAD-flow-scripts/flow DESIGN_CONFIG=/design/flow/config.mk WORK_HOME=/design/flow/orfs finish
File: flow/config.mk
export PLATFORM = sky130hd
export DESIGN_NAME = PWMUS
export DESIGN_NICKNAME = PWMUS
export VERILOG_FILES = /design/flow/design.v
export SDC_FILE = /design/flow/constraint.sdc
export NUM_CORES = 4
export LEC_CHECK = 1
export CORE_UTILIZATION = 30
File: flow/constraint.sdc
current_design PWMUS

set clk_period 4.5
set clk_io_pct 0.2

create_clock -name clk0 -period $clk_period [get_ports {clk}]

set non_clock_inputs [all_inputs -no_clocks]
set_input_delay [expr $clk_period * $clk_io_pct] -clock clk0 $non_clock_inputs
set_output_delay [expr $clk_period * $clk_io_pct] -clock clk0 [all_outputs]
==> qor.yml <==
dieWidth_um: 82.5
cts_tree: "built"
fp-utilization_pct: 31.9
critPathLaunchType: "register"
peakVddDrop_mv: 0.112
ys_area_sq_um: 1940
root_buffer: "clkbuf_8"
vias_per_cell: 5.62
placed_cells: 295
max_freq_mhz: 308
power_frac_comb_pct: 3.4
grt_use_total_pct: 14.8
grt_setup_unrepaired: "no"
status: "finished clean"
cp.arrival_ns: 3.41
totalWireLength_mm: 4.50
n_antenna_cell: 0
drtIter0Drc: 136
vias: 1680
async_flop_share_pct: 0
h-tree-depth: 1
ios: 10
ys_seq_share_pct: 24.7
grt_overflow_total: 0
finalHoldViolCount: 0
yosysTopAreaCell: "dfxtp_1"
power.internal_uw: 298
flop_cell: "dfxtp_1"
drv_cap: 0
clkTransAtPathRegs_ns: 0.09
place.gp.congestion: 0.935
final_max_slew_viol_count: 0
avgSynthCellArea_sq_um: 8.57
top_cells_by_area: "dfxtp_1 25%, xnor2_1 6.3%, nand4_1 4.8%"
hpwlAfterDp_mm: 3.34
antenna_found_initial: 0
reg2regPathDepth: 9
hold_path.class: "register to register"
power.leakage_uw: 0.000681
syn_inst: 227
min_to: "contador[20]"
numCtsBuffers: 3
slew_headroom_pct: 51.7
seqPwrFrac_pct: 56.4
grt_max_degree: 15
ys.flops: 24
wire_per_inst_um: 15.1
die_h_um: 82.5
postLayoutCellArea_sq_um: 2060
ys_cells: 227
synth_cell_type_count: 58
top_cell_area_share_pct: 24.7
grt_pass1_vias: 1522
clock_path_buffers: 2
worstMarginPinSlew_ns: 0.722
synth-edff-count: 0
critPathRequiredTime_ns: 4.66
hold_ws_ns: 0.556
fin_crit_sh_pct: 72.2
layout_top_cell: "dfxtp_1"
io_buffers: 9
core-area_sq_um: 6100
r2r-start: "contador[0]"
finalSetupViolCount: 0
worst_slack_ns: 1.25
drtPass1Iterations: 4
reg2reg_to: "servo3"
skew_ns: 0.00456
insertion_delay_ns: 0.27
syn_to_final_growth_pct: 5.92
ctsResizeCount: 0
worstPathMaxFanout: 10
crit_type: "register to register"
endpoint_kind: "register"
power_density_nw_per_um2: 183
p_sw_share_pct: 20.8
fillers: 650
dieArea_sq_um: 6810
fin_setup_tns_ns: 0
post_cts_buffers: 0
hold_depth: 2
worstHoldStart: "contador[20]"
cts_sinks: 24
drc: 0
holdBufCountCts: 0
fin_cells: 299
yosysWarnings: 1
worst-r2r-setup-slack_ns: 1.25
place_ws_ns: 1.31
warnings: 28
ant_nets: 0
lay_top_cells: "24 x dfxtp_1, 18 x inv_1, 17 x nand3_1"
fin_crit_ns: 3.25
synth_area_sq_um: 1940
num_rows: 28
power.share.clock_pct: 40.2
drive_gt1_share_pct: 9.82
placed_area_sq_um: 2000
p_sw_uw: 78.3
grt_pass1_wl_mm: 7.60
[critical path: stages, from the launching register on]
cell       delay, ns
dfxtp_1         0.53
ha_1            0.42
and4_1          0.50
nand2_1         0.31
or4_4           0.61
nand2_4         0.14
nand4bb_4       0.20
o211ai_2        0.13
o2111ai_1       0.20
nand3_1         0.09
[flip-flops by register name, indices dropped and copies added, names as in the netlist]
register and flops:
contador 21, servo1 1, servo2 1, servo3 1
[power by group through the flow]
stage     sequential (uW)  clock [uW]  combinational (uW)
4_1_cts               212         159                12.8
6_report              212         151                12.7
5_1_grt               212         167                15.2
[metal layers]
| layer | routed length, um | part of all wire (%) | vias to the layer above | global-route usage, % |
|---|---|---|---|---|
| met2 | 2010 | 45 | 47 | 22.4 |
| met3 | 218 | 4.8 | 4 | 2.34 |
| met1 | 2220 | 49 | 790 | 22.8 |
| met4 | 53 | 1.2 | 0 | 2.41 |
| li1 | - | - | 839 | - |
| met5 | 0 | 0 | - | 0 |
[synthesized netlist by cell type (all sizes together) (3+ instances only)]
| cell | n |
|---|---|
| dfxtp | 24 |
| nand3 | 19 |
| inv | 18 |
| nand4 | 15 |
| nor2 | 15 |
| xnor2 | 14 |
| nand2 | 13 |
| clkbuf | 10 |
| nor3 | 9 |
| ha | 7 |
| buf | 6 |
| xor2 | 6 |
| a31oi | 5 |
| and3 | 5 |
| nor4 | 5 |
| o2111ai | 5 |
| o211ai | 5 |
| a21oi | 4 |
| and2 | 4 |
| a2111oi | 3 |
| a211o | 3 |
| a21boi | 3 |
| and4 | 3 |
[kinds of logic after synthesis]
family          synth area share (%)
compound gates                  20.7
simple gates                    31.2
fa+ha+maj                       4.50
xor+xnor                        9.01
buf+inv                         9.84
flops                           24.7
[cell type report]
class | instances | area (sq um) | area share, %
clock buffers | 4 | 55.1 | 2.67
inverters | 18 | 67.6 | 3.28
well taps | 75 | 93.8 | 4.56
flip-flops and latches | 24 | 480 | 23.3
repair buffers | 9 | 90.1 | 4.37
multi-input cells | 169 | 1270 | 61.8
[worst max-delay path by stage]
| stage | startpoint | endpoint | slack [ns] | cells past startpoint |
|---|---|---|---|---|
| 6_report | contador[0] | servo3 | 1.25 | 9 |
| 5_1_grt | contador[0] | servo2 | 1.02 | 9 |
| 4_1_cts | contador[0] | servo3 | 1.30 | 9 |
[through the flow]
step	util [%]	power (uW)
6_report	33.8	376
4_1_cts	33.8	384
3_3_place_gp	32.9	230
3_5_place_dp	32.9	230
5_1_grt	33.8	394
2_1_floorplan	-	223
No activity file was given, so power comes from the tool's default toggle rates.
