--- flow/run.sh ---
#!/bin/bash
# OpenROAD 26Q1-2900-gdf79404cd8, Yosys 0.63+post, stock flow scripts
make -C /OpenROAD-flow-scripts/flow DESIGN_CONFIG=/design/flow/config.mk WORK_HOME=/design/flow/orfs finish
--- flow/config.mk ---
export PLATFORM = sky130hd
export DESIGN_NAME = spi_controller
export DESIGN_NICKNAME = spi_controller
export VERILOG_FILES = /design/flow/design.v
export SDC_FILE = /design/flow/constraint.sdc
export NUM_CORES = 4
export LEC_CHECK = 1
export CORE_AREA = 10 10 113 113
export DIE_AREA = 0 0 123 123
--- flow/constraint.sdc ---
current_design spi_controller

set clk_period 8.4
set clk_io_pct 0.2

create_clock -name clk0 -period $clk_period [get_ports {clk}]

set non_clock_inputs [all_inputs -no_clocks]
set_input_delay [expr $clk_period * $clk_io_pct] -clock clk0 $non_clock_inputs
set_output_delay [expr $clk_period * $clk_io_pct] -clock clk0 [all_outputs]
--- flow/design.v ---
`timescale 1ns / 1ps
module spi_controller #(parameter CLK_DIV = 4)(
    input clk,
    input rst,
    input miso,
    output mosi,
    output sck,
    output ss,
    input start,
    input[15:0] data_in,
    output[15:0] data_out,
    output busy,
    output new_data
  );
  localparam STATE_SIZE = 2;
  localparam IDLE = 2'd0,
    WAIT_HALF = 2'd1,
    TRANSFER = 2'd2;
  reg [STATE_SIZE-1:0] state_d, state_q;
  reg [15:0] data_d, data_q;
  reg [CLK_DIV-1:0] sck_d, sck_q;
  reg mosi_d, mosi_q;
  reg [3:0] ctr_d, ctr_q;
  reg new_data_d, new_data_q;
  reg [15:0] data_out_d, data_out_q;
  reg ss_q, ss_d;
  assign mosi = mosi_q;
  assign sck = (sck_q[CLK_DIV-1]) & (state_q == TRANSFER);
  assign busy = state_q != IDLE;
  assign data_out = data_out_q;
  assign new_data = new_data_q;
  assign ss = state_q!=TRANSFER;
  always @(*)
  begin
    sck_d = sck_q;
    data_d = data_q;
    mosi_d = mosi_q;
    ctr_d = ctr_q;
    new_data_d = 1'b0;
    data_out_d = data_out_q;
    state_d = state_q;
    case (state_q)
      IDLE:
	begin
        sck_d = 4'b0;               
        ctr_d = 3'b0;               
        if (start == 1'b1)
	  begin   		      
            data_d = data_in;         
            state_d = WAIT_HALF;      
          end
        end
      WAIT_HALF:
	begin
        sck_d = sck_q + 1'b1;                     
        if (sck_q == {CLK_DIV-1{1'b1}})
	  begin  				  
            sck_d = 1'b0;                         
            state_d = TRANSFER;                   
	    mosi_d = data_q[7];
	  end
        end
      TRANSFER:
	begin
         sck_d = sck_q + 1'b1;                            
         if (sck_q == 4'b0000)
	   begin                     			  
           mosi_d = data_q[15];                           
           end
	else if (sck_q == {CLK_DIV-1{1'b1}})
	  begin  					  
          data_d = {data_q[14:0], miso};                  
          end
	else if (sck_q == {CLK_DIV{1'b1}})
	  begin   					   
            ctr_d = ctr_q + 1'b1;                          
            if (ctr_q == 4'b1111)
		begin            		           
                state_d = IDLE;                            
                data_out_d = data_q;                       
                new_data_d = 1'b1;                         
                end
           end
        end
     endcase
  end
  always @(posedge clk)
    begin
    if (rst)
	begin
        ctr_q <= 3'b0;
        data_q <= 16'b0;
        sck_q <= 4'b0;
        mosi_q <= 1'b0;
        state_q <= IDLE;
        data_out_q <= 16'b0;
        new_data_q <= 1'b0;
        end
    else begin
      ctr_q <= ctr_d;
      data_q <= data_d;
      sck_q <= sck_d;
      mosi_q <= mosi_d;
      state_q <= state_d;
      data_out_q <= data_out_d;
      new_data_q <= new_data_d;
    end
  end
endmodule
==> results.rst <==
Physical design figures
=======================

.. list-table::
   :header-rows: 1

   * - Metric
     - Value
   * - Core utilization at floorplan
     - 20.6%
   * - Period Utilization, post-route
     - about 43%
   * - Count of filler cells inserted in the layout
     - roughly 1,100
   * - Total wire length after detailed routing
     - 4.90 mm
   * - Slew Viols, Final
     - 0
   * - Largest fanout on the critical path
     - 29
   * - Total grt overflow
     - 0
   * - Fraction of synthesis flops using an asynchronous set or reset pin
     - 0%
   * - Switching portion of total power
     - about a third
   * - Die area
     - 15,100 um2
   * - Internal Pwr Total
     - 0.000453 W
   * - Area of the mapped netlist
     - 2130 um2
   * - Standby leakage power
     - around 1.1 nW
   * - Achievable Freq
     - roughly 280 MHz
   * - Data required time at the worst endpoint
     - 6.72 ns
   * - Max-cap check violation count
     - 0
   * - Sink count of the clock tree
     - about 44
   * - Type of the worst setup path
     - register to output pin
   * - Signed area change from the synthesized netlist to the final layout
     - 28.9%
   * - Comb power frac
     - 34.9%
   * - Number of buffers inserted by port buffering
     - 40
   * - Power density over cell area
     - 255 nW/um2
   * - Via density per instance
     - 4.08
   * - Register area
     - 881 um2
   * - Count of TritonRoute iterations in the first routing pass
     - 3
   * - Post-route cell area
     - 2740 um2
   * - Final worst clock skew
     - 0.00704 ns
   * - Cell at the slowest stage of the critical path
     - sky130_fd_sc_hd__clkdlybuf4s50_1
   * - I/O Pins
     - 41
   * - Final worst slack
     - between 4 and 5 ns
   * - Unrepaired setup endpoints after global routing
     - false
   * - Sequential power share
     - 41.2%
   * - Length in cells of the worst reg-to-reg path
     - 8
   * - Largest stage delay on the critical path
     - 0.46 ns
   * - Worst-path clk slew
     - 0.09 ns
   * - Area of the multi-input gates
     - 1130 um2
   * - Ys cells
     - 212
   * - Half-perimeter wire length of the detailed placement result
     - 3.40 mm
   * - Path type of the worst min-delay path
     - register to register
   * - Vertical die dimension
     - 123 um
   * - Average wire per standard cell
     - 12.7 um
   * - Synth top cell by count
     - sky130_fd_sc_hd__dfxtp_1
   * - Clock power share
     - 23.9%
   * - CTS HTree Levels
     - 2
   * - Standard-cell rows
     - 37
   * - Total of hold buffers inserted after clock tree synthesis
     - 0
   * - Synthesis area per yosys
     - 2130 um2
   * - Number of hold violations in the final report
     - 0
   * - Kind of capture point of the worst setup path
     - output pin
   * - Switching Power
     - 0.000245 W
   * - TritonCTS clock tree
     - yes
   * - Detailed Route Iter0 Violations
     - ~82
   * - Minimum period implied by the final worst setup slack
     - 3.63 ns
   * - Hold EP
     - data_out_q[4]
   * - Die Wd
     - around 120 um
   * - Placer's final routability congestion estimate
     - 0.752
   * - Total via count after detailed routing
     - around 1,600
   * - Register bit total from synthesis
     - 44
   * - Result of the run
     - completed
   * - Flip-flop cell with the highest count after synthesis
     - sky130_fd_sc_hd__dfxtp_1
   * - Area share of the largest cell type after synthesis
     - 41.4%
   * - Core Box Area
     - 10,300 um2
   * - Placement-stage cell area
     - 2630 um2
   * - Maximum vdd drop
     - 116 uV
   * - Number of distinct standard cells referenced by the synthesized netlist
     - 37
   * - Yosys Warn Count
     - 1
   * - Commonest cells in the synthesized netlist
     - sky130_fd_sc_hd__dfxtp_1 (44), sky130_fd_sc_hd__nor2_1 (41), sky130_fd_sc_hd__mux2i_1 (34), sky130_fd_sc_hd__a211oi_2 (14)
   * - Hold Crit Start
     - data_out_q[4]
   * - Arrival @ worst endpoint
     - 1.95 ns
   * - Hold depth
     - 2
   * - Clock Tree Buf Depth
     - 2
   * - Initial antenna violation count
     - 0
   * - Diodes inserted
     - 0
   * - Slew margin rel.
     - 64.1%
   * - Share of final-layout standard cells stronger than drive strength 1
     - between 10% and 20%
   * - Average cell area after synthesis
     - 10.0 um2
   * - Sequential fraction of the synthesis area
     - 41.4%
   * - Syn Inst Count
     - 212
   * - Largest net degree at the start of global routing
     - 44
   * - Number of setup buffers added after CTS
     - 0
   * - Place WS
     - 5.08 ns
   * - Clock latency reported for the late side of the worst-skew pair
     - roughly 0.3 ns
   * - Leading post-synthesis cells by cell area
     - sky130_fd_sc_hd__dfxtp_1 (41%), sky130_fd_sc_hd__mux2i_1 (16%), sky130_fd_sc_hd__a211oi_2 (8.2%)
   * - Worst setup slack for register-to-register paths
     - roughly 6.2 ns
   * - Startpoint of the most critical register-to-register path
     - state_q[0]
   * - Resized Gates After CTS
     - 0
   * - Least-Margin Pin Slew
     - 0.539 ns
   * - Crit path cell chain
     - inv_1 -> ha_1 -> buf_4 -> and2_1 -> clkdlybuf4s50_1
   * - Global routing usage summed across all routing layers
     - 6.46%
   * - Setup violations, final
     - 0
   * - Residual DRC
     - 0
   * - Worst Setup Start Kind
     - register
   * - Setup_tns
     - 0 ns
   * - Vias in the first global route
     - about 1,500
   * - Number of flops mapped to enable cells by yosys
     - 0
   * - Number of OpenROAD warnings
     - 29
   * - CTS root buffer
     - sky130_fd_sc_hd__clkbuf_8
   * - Clock buffers created by TritonCTS
     - 5
   * - RR Endpoint
     - data_q[8]
   * - Global-route wire length before repair
     - slightly below 8 mm
   * - Number of nets still failing antenna checks after routing
     - 0
   * - Biggest area consumer among synthesized cells
     - sky130_fd_sc_hd__dfxtp_1
per-layer routing:
metal | GRT usage [%] | routed length [um]
met1 | 8.53 | 2200
met2 | 10.3 | 2240
met3 | 2.31 | 399
met4 | 0.873 | 61
met5 | 0 | 0
worst max-delay path, delay by kind of cell (launching register included):
| family | cells | cell delay [ns] |
|---|---|---|
| adders and majority gates | 1 | 0.16 |
| and+or+nand+nor | 1 | 0.20 |
| buffers and inverters | 3 | 0.94 |
| DFF | 1 | 0.33 |
cells in the final DEF, fill, tap and decap left out, types with 2 or more instances in the layout:
| cell type | count |
|---|---|
| sky130_fd_sc_hd__and2_1 | 2 |
| sky130_fd_sc_hd__xnor2_1 | 3 |
| sky130_fd_sc_hd__nor2_1 | 41 |
| sky130_fd_sc_hd__a211oi_2 | 14 |
| sky130_fd_sc_hd__nand2b_1 | 4 |
| sky130_fd_sc_hd__buf_4 | 4 |
| sky130_fd_sc_hd__inv_1 | 6 |
| sky130_fd_sc_hd__a211oi_1 | 3 |
| sky130_fd_sc_hd__a21oi_1 | 7 |
| sky130_fd_sc_hd__ha_1 | 7 |
| sky130_fd_sc_hd__clkbuf_8 | 5 |
| sky130_fd_sc_hd__mux2i_1 | 34 |
| sky130_fd_sc_hd__nand2_1 | 6 |
| sky130_fd_sc_hd__clkdlybuf4s50_1 | 39 |
| sky130_fd_sc_hd__dfxtp_1 | 44 |
| sky130_fd_sc_hd__o21ai_0 | 3 |
| sky130_fd_sc_hd__nand3_1 | 5 |
worst max-delay path by stage:
stage                 slack [ns]  startpoint  depth (start not counted)   to
after CTS                   4.73  state_q[0]                          5  sck
after global routing        4.68  state_q[0]                          5  sck
final                       4.77  state_q[0]                          5  sck
power by group through the flow:
stage / sequential [W] / combinational (W) / clock (W)
4_1_cts: 0.000288 / 0.000246 / 0.000173
6_report: 0.000287 / 0.000244 / 0.000167
5_1_grt: 0.000295 / 0.000276 / 0.000182
layout make-up:
cell class | instances | share of cell area, %
inverters | 6 | 0.822
well taps | 136 | 6.21
clock buffers | 5 | 2.51
repair buffers | 44 | 15.5
clock inverters | 3 | 1.69
multi-input cells | 147 | 41.1
flip-flops and latches | 44 | 32.1
flip-flops by register name, summed over array words and instances, names as in the netlist:
signal / count
state_q: 2
data_q: 16
mosi_q: 1
sck_q: 4
data_out_q: 16
ctr_q: 4
new_data_q: 1
logic make-up (layout without fill, tap and decap cells):
logic type	Yosys count	after routing	share of synthesized area (%)
AOI/OAI and AO/OA	32	32	13.9
xor gates and xnor gates	3	3	1.24
adders and majority gates	7	7	4.12
buffers and inverters	21	58	5.59
DFF	44	44	41.4
muxes	35	35	16.5
and+or+nand+nor	70	70	17.2
per-stage QoR:
step	hold slack, ns	power [W]	utilization, %	instances
floorplan	0.440	0.000495	-	212
global placement	0.474	0.000531	25.4	377
detailed placement	0.485	0.000537	25.4	377
CTS	0.507	0.000708	26.6	385
global route	0.541	0.000753	26.6	385
finish	0.501	0.000698	26.6	385
No activity file was given, so power comes from the tool's default toggle rates.
